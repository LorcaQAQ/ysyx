==> design/flow/run.sh <==
#!/bin/bash
# OpenROAD 26Q1-2900-gdf79404cd8, Yosys 0.63+post, stock flow scripts
make -C /OpenROAD-flow-scripts/flow DESIGN_CONFIG=/design/flow/config.mk WORK_HOME=/design/flow/orfs finish
==> design/flow/config.mk <==
export PLATFORM = sky130hd
export DESIGN_NAME = EXU
export DESIGN_NICKNAME = EXU
export VERILOG_FILES = /design/flow/design.v
export SDC_FILE = /design/flow/constraint.sdc
export NUM_CORES = 4
export LEC_CHECK = 1
export CORE_UTILIZATION = 40
==> design/flow/constraint.sdc <==
current_design EXU

set clk_period 16.7
set clk_io_pct 0.2

create_clock -name clk0 -period $clk_period

set non_clock_inputs [all_inputs -no_clocks]
set_input_delay [expr $clk_period * $clk_io_pct] -clock clk0 $non_clock_inputs
set_output_delay [expr $clk_period * $clk_io_pct] -clock clk0 [all_outputs]
==> design/flow/design.v <==
module EXU(
  input  [4:0]  io_alu_op,
  input  [31:0] io_val1,
                io_val2,
  output [31:0] io_result
);
  wire [32:0] _diff_T_2 = {1'h0, io_val1} - {1'h0, io_val2};
  wire [31:0] _sum_T = io_val1 + io_val2;
  wire [31:0] _diff_s_T_2 = io_val1 - io_val2;
  wire        le =
    io_val1[31] != io_val2[31] & io_val2[31] == _diff_s_T_2[31] ^ _diff_s_T_2[31];
  wire        less = le & (|(_diff_T_2[31:0]));
  wire [31:0] _GEN = {27'h0, io_val2[4:0]};
  wire [62:0] sllvalue = {31'h0, io_val1} << io_val2[4:0];
  assign io_result =
    io_alu_op == 5'h1
      ? _sum_T
      : io_alu_op == 5'h2
          ? _sum_T & 32'hFFFFFFFE
          : io_alu_op == 5'h3
              ? {31'h0, _diff_T_2[32]}
              : io_alu_op == 5'h4
                  ? {31'h0, ~(|(_diff_T_2[31:0]))}
                  : io_alu_op == 5'h5
                      ? _diff_T_2[31:0]
                      : io_alu_op == 5'h6
                          ? io_val1 ^ io_val2
                          : io_alu_op == 5'h7
                              ? $signed($signed(io_val1) >>> _GEN)
                              : io_alu_op == 5'h8
                                  ? sllvalue[31:0]
                                  : io_alu_op == 5'h9
                                      ? io_val1 & io_val2
                                      : io_alu_op == 5'hA
                                          ? io_val1 | io_val2
                                          : io_alu_op == 5'hB
                                              ? {31'h0, le}
                                              : io_alu_op == 5'hC
                                                  ? {31'h0, |(_diff_T_2[31:0])}
                                                  : io_alu_op == 5'hD
                                                      ? io_val1 >> _GEN
                                                      : io_alu_op == 5'hE
                                                          ? {31'h0, _diff_T_2[32]}
                                                          : io_alu_op == 5'hF
                                                              ? {31'h0, ~(_diff_T_2[32])}
                                                              : io_alu_op == 5'h10
                                                                  ? {31'h0, less}
                                                                  : io_alu_op == 5'h11
                                                                      ? {31'h0, ~less}
                                                                      : 32'h0;
endmodule
==> flow_metrics.tcl <==
# place-and-route summary
set metrics [dict create \
    detail-route-antenna-nets 0 \
    yosys.area.top_type "ha_1" \
    cp.buffers_inverters 6 \
    synth_cell_types 86 \
    std_cell_rows 56 \
    synthTopCellsByCount "nor2_1 (208), a21oi_1 (159), o21ai_0 (151)" \
    status "completed" \
    dp_hpwl_um 42100 \
    max_freq_mhz 70.2 \
    final_util_pct 46.0 \
    top_cell "nor2_1" \
    drive_gt1_share_pct 6.31 \
    regArea_um2 0 \
    area.combinational_um2 8850 \
    grt_setup_unrepaired "false" \
    yosysSeqAreaShare_pct 0 \
    hold_viol_final 0 \
    grt_pass1_vias 11200 \
    nFillCells 2531 \
    p_leak_nw 4.41 \
    postCtsHoldBufs 0 \
    top_cell_area_share_pct 12.6 \
    worst_path_max_delay_cell "nor4_1" \
    worst_slack_ns 2.46 \
    period_minus_slack_ns 14.24 \
    arrival_ns 10.90 \
    vias 12400 \
    die-width_um 157 \
    p_int_uw 141 \
    cp_slowest_stage_delay_ns 0.80 \
    min_path_cells 7 \
    worstSetupEndpointType "primary output" \
    clkbuf_count 0 \
    wire_per_inst_um 27.9 \
    fp-utilization_pct 40.9 \
    cp.required_ns 13.36 \
    p_sw_uw 261 \
    yosysChipArea_um2 9630 \
    cts_setup_buffers 0 \
    relSlewSlack_pct 31.3 \
    worst_setup_path_start_kind "primary input" \
    path_class "in2out" \
    drtIter0Drc 1437 \
    worst_pin_slew_ns 1.02 \
    syn_area_um2 9630 \
    drtPass1Iterations 5 \
    chipArea_um2 24700 \
    numPortBuffers 101 \
    worst-path-max-fanout 52 \
    netlist_instances 1509 \
    place_congestion 1.10 \
    cp.depth 27 \
    antenna_found_initial 2 \
    grt_pass1_wl_um 75100 \
    ios 101 \
    tool_warnings 97 \
    yosysCellCount 1509 \
    fp.dieH_um 157 \
    power_uw 402 \
    setup-tns-final_ns 0 \
    grt_max_degree 69 \
    coreArea_um2 23500 \
    cts_resized 0 \
    avgSynthCellArea_um2 6.38 \
    avgViaCountPerCell 6.66 \
    wirelength_um 51900 \
    finalCritPeriodShare_pct 85.3 \
    preCtsSetupSlack_ns 2.86 \
    crit_family "simple AND/OR/NAND/NOR gates" \
    maxSlewViolCount 0 \
    seq_cells 0 \
    drc 0 \
    irDropWorstVdd_v 0.0000307 \
    grt_overflow 0 \
    syn_to_final_growth_pct 12.5 \
    yosysWarnings 0 \
    hold_path.class "in2out" \
    powerDensity_nw_per_um2 37.1 \
    setup_violations 0 \
    drv_cap 0 \
    area_leaders "ha_1 (13%), a21oi_1 (8.3%), nor2_1 (8.1%)" \
    track_usage_pct 42.6 \
    netSwitchingFraction_pct 64.9 \
]
==> power groups by stage <==
| stage | sequential, mW | combinational, mW | clock (mW) |
|---|---|---|---|
| 4_1_cts | 0 | 0.388 | 0 |
| 5_1_grt | 0 | 0.425 | 0 |
==> final cells by class <==
cell class	instances	share of cell area [%]
timing repair buffer	131	11.2
tap	319	3.68
antenna	3	0.0693
inverter	97	3.36
multi-input combinational	1310	81.7
==> layer usage <==
layer	global-route usage, %	routed length (µm)	share of wire, %
met4	19.7	2960	5.7
met5	0	0	0
met3	8.94	5520	11
met2	66.7	22600	44
met1	56.1	20800	40
==> worst paths after layout <==
check           end  slack, ns  startpoint
min    io_result[3]       7.96  io_val2[4]
max    io_result[0]       2.46  io_val2[2]
==> per-stage QoR <==
stage	instance area [µm²]	hold WS (ns)	instances
after global placement	10800	7.95	1857
after CTS	10800	7.94	1857
after floorplan	9630	6.89	1509
after global routing	10800	8.05	1857
after detailed placement	10800	7.93	1857
final	10800	7.96	1860
==> layout by cell type (no fill, tap or decap), types with 12 or more instances in the layout <==
master / instances
nor4_1: 14
nand2_1: 116
nor2b_1: 32
o211ai_1: 25
nor3_1: 36
a21o_1: 12
o221ai_1: 22
or3_1: 15
a21oi_1: 159
nand2b_1: 16
nand4_1: 14
buf_4: 31
inv_1: 91
a211oi_1: 20
o31ai_1: 13
nor2_1: 208
mux4_2: 19
o21bai_1: 12
ha_1: 97
nand3_1: 22
mux2i_1: 72
clkdlybuf4s50_1: 96
o21ai_0: 151
xnor2_1: 22
o22ai_1: 30
a221oi_1: 20
==> logic make-up after synthesis <==
group	after synthesis	share of synthesized area [%]
mux	96	12.5
fa+ha+maj	100	13.2
compound gates	566	37.9
buf+inv	199	8.18
simple gates	521	25.7
xor+xnor	27	2.46
Power and IR drop assume default switching activity.
