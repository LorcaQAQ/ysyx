==> /design/flow/design.v <==
module IFU(
  input         clock,
                reset,
  input  [31:0] io_alu_pc,
  input         io_jump_en,
  output [31:0] io_pc,
                io_snpc
);
  reg  [31:0] pc;
  wire [31:0] _snpc_T = pc + 32'h4;
  always @(posedge clock) begin
    if (reset)
      pc <= 32'h80000000;
    else if (io_jump_en)
      pc <= io_alu_pc;
    else
      pc <= _snpc_T;
  end  
  assign io_pc = pc;
  assign io_snpc = _snpc_T;
endmodule
==> /design/flow/run.sh <==
#!/bin/bash
# OpenROAD 26Q1-2900-gdf79404cd8, Yosys 0.63+post, stock flow scripts
make -C /OpenROAD-flow-scripts/flow DESIGN_CONFIG=/design/flow/config.mk WORK_HOME=/design/flow/orfs finish
==> /design/flow/config.mk <==
export PLATFORM = sky130hd
export DESIGN_NAME = IFU
export DESIGN_NICKNAME = IFU
export VERILOG_FILES = /design/flow/design.v
export SDC_FILE = /design/flow/constraint.sdc
export NUM_CORES = 4
export LEC_CHECK = 1
export CORE_UTILIZATION = 40
==> /design/flow/constraint.sdc <==
current_design IFU

set clk_period 6.0
set clk_io_pct 0.2

create_clock -name clk0 -period $clk_period [get_ports {clock}]

set non_clock_inputs [all_inputs -no_clocks]
set_input_delay [expr $clk_period * $clk_io_pct] -clock clk0 $non_clock_inputs
set_output_delay [expr $clk_period * $clk_io_pct] -clock clk0 [all_outputs]
==> out/summary.rpt <==
==================================================================================================
Result of the run ................................................................... finished, final reports clean
Setup repair after global routing missed its margin .................................        false
Number of levels the H-tree was split into ..........................................            2
Type of the setup path with the least slack ......................................... flop to output pin
Clock transition time at the flip-flop clock pins of the worst setup and hold paths .        60 ps
Share of the clock period used by the worst path ....................................       65.35%
Cells taking the most area after synthesis .......................................... dfxtp_1 32%, xnor2_1 6.6%, nand3_1 4.8%
Class of the worst hold path ........................................................ flop to flop
Dominant cell area share ............................................................       32.12%
Worst reg2reg path depth ............................................................            4
Antenna violations before repair ....................................................            0
Total congestion overflow ...........................................................            0
Post-Route WL .......................................................................     5.824 mm
Largest registers ...................................................................      pc (32)
Final count of hold timing violations ...............................................            0
Std cell rows .......................................................................           25
Worst slew margin relative to its limit .............................................       50.58%
Pin count of the biggest net entering global routing ................................           43
Highest attainable clock frequency ..................................................    255.0 MHz
Post-layout min period ..............................................................      3921 ps
Vert. Die Dim .......................................................................     72.61 µm
Critical Path Start Type ............................................................         flop
Clock tree from TritonCTS ...........................................................         done
Number of enable-type register cells in the synthesized netlist .....................            0
Mean routed wirelength per cell .....................................................     14.63 µm
FP Util .............................................................................       41.95%
Diodes inserted .....................................................................            0
Number of global-route vias before repair ...........................................         1864
Post-CTS Resized ....................................................................            0
Worst setup startpoint .............................................................. pc[2]$_SDFF_PP0_
Count of endpoints failing setup in the final report ................................            0
Sequential cell area ................................................................    640.6 µm²
Slowest CP cell .....................................................................       or3b_2
Number of standard cells after synthesis ............................................          241
Maximum cell stage delay along the critical path ....................................       500 ps
DP Wirelength .......................................................................     4.250 mm
Tool warning count ..................................................................           26
Worst-skew pair later-pin latency ...................................................       280 ps
Total die size ...................................................................... 0.005272 mm²
Cell type with the highest aggregate area in the netlist ............................      dfxtp_1
Syn Area/Cell .......................................................................    8.276 µm²
Die width ...........................................................................     72.61 µm
Total global routing track utilization ..............................................       22.22%
Worst-case clock skew ...............................................................     6.073 ps
RD Place Congestion .................................................................       0.8191
Data required time at the worst endpoint ............................................      4800 ps
Hold path cells .....................................................................            2
Global-route wire length before repair ..............................................     9.039 mm
Worst-margin pin slew ...............................................................     740.5 ps
Drt drc .............................................................................            0
WP depth ............................................................................            6
Worst-path fanout max ...............................................................            7
CTS sink count ......................................................................           32
Capturing instance or port of the critical path .....................................  io_snpc[30]
Synth flops .........................................................................           32
Ratio of cells with drive above 1 in the final layout ...............................       5.438%
Detailed-route via count ............................................................         2106
Data arrival time of the critical path ..............................................      2720 ps
Leakage dissipation .................................................................     1.158 nW
Clock Tree Buf Depth ................................................................            2
Number of placed I/O pins ...........................................................           99
Largest register by flop count ......................................................           pc
Critical-path cell list ............................................................. ha_1 -> nand3_1 -> nor4_2 -> or3b_2 -> xnor2_1 -> clkdlybuf4s50_1
Count of instantiated cells in the yosys netlist ....................................          241
Peak supply drop ....................................................................    0.1482 mV
Final standard cell utilization of the core .........................................       64.71%
Maximum capacitance violations ......................................................            0
Drt pass-1 iters ....................................................................            4
Postcts setup bufs ..................................................................            0
ANT nets after route ................................................................            0
Root buf cell .......................................................................     clkbuf_8
Flip-flop count of the largest register, all copies and words added .................           32
Slack of the worst reg-to-reg path ..................................................      3970 ps
Final tally of max-slew violations ..................................................            0
Terminus of the critical flop-to-flop path .......................................... pc[31]$_SDFF_PP1_
Num CTS Buffers .....................................................................            5
Buf+Inv Stages, Crit Path ...........................................................            1
CP Capture Type .....................................................................   output pin
Average via count per standard cell .................................................        5.291
Number of filler cells placed in the layout .........................................          435
Syn Std Cell Area ................................................................... 0.001994 mm²
Critical path's top delay family .................................................... simple AND/OR/NAND/NOR gates
Area growth from synthesis to layout ................................................       54.27%
Design Power ........................................................................     533.8 µW
R2R Path Start ...................................................................... pc[4]$_SDFF_PP0_
Summed standard-cell area reported by yosys ......................................... 0.001994 mm²
Areal power density over the cells .................................................. 173.5 mW/mm²
Post-synth cell types ...............................................................           48
Sequential fraction of the synthesis area ...........................................       32.12%
Core footprint ...................................................................... 0.004755 mm²
Number of buffer cells added on primary ports .......................................           98
MI comb area ........................................................................ 0.001252 mm²
Iteration-0 DRC Markers .............................................................          134
Yosys warns .........................................................................            1
Async set or reset register ratio after synthesis ...................................           0%
Cts hold-fix bufs ...................................................................            0
Post-route setup TNS ................................................................         0 ps
Primary FF master, synth ............................................................      dfxtp_1
==================================================================================================
[cell families (layout without fill, tap and decap cells)]
kind of cell	after synthesis	after routing	synth area share, %
xor gates and xnor gates	20	20	8.783
AOI/OAI and AO/OA	46	46	18.13
and+or+nand+nor	115	115	33.75
DFF	32	32	32.12
buffers and inverters	24	114	5.081
muxes	3	3	1.506
adders and majority gates	1	1	0.6273
[stage by stage]
stage	hold WS (ps)	std cells	area, µm²	setup WS (ps)
CTS	524.9	398	3077	2089
finish	523.3	398	3077	2079
global route	558.4	398	3077	1898
detailed placement	509.7	391	2999	2398
floorplan	461.7	241	1994	3162
global placement	502.6	391	2999	2458
[layout make-up]
type / instances / share of cell area [%]
tap: 67 / 2.725
inverter: 7 / 0.8540
sequential: 32 / 20.82
timing repair buffer: 100 / 32.37
clock buffer: 6 / 2.359
multi-input combinational: 185 / 40.71
clock inverter: 1 / 0.1627
[power breakdown]
group,internal [mW],switching [mW],leakage [nW]
clock network,0.0788,0.0790,0.0410
logic,0.0901,0.0346,0.851
registers,0.228,0.0235,0.266
total,0.397,0.137,1.16
[how the worst min path moves through the flow]
stage / startpoint / end / slack (ps)
CTS: pc[0]$_SDFFE_PP0P_ / pc[0]$_SDFFE_PP0P_ / 520
global route: pc[0]$_SDFFE_PP0P_ / pc[0]$_SDFFE_PP0P_ / 560
finish: pc[0]$_SDFFE_PP0P_ / pc[0]$_SDFFE_PP0P_ / 520
[Yosys cell counts, types with 5 or more instances]
master    number
nand3_1       19
nor2_1        15
and4_1         6
nor4_1         8
a311oi_1       5
nand2b_1       9
nand2_1       19
and3_1         5
dfxtp_1       32
xnor2_1       15
nand4_1        9
o21ai_0        5
o21a_1        10
xor2_1         5
o211a_1        7
or3_1          5
inv_1          6
clkbuf_1      12
[routing by layer]
layer	routed length, µm	share of wire [%]	global-route usage, %
met5	0	0	0
met4	43	0.74	1.961
met3	438	7.5	4.902
met2	2665	46	35.41
met1	2677	46	32.74
[worst reg2reg max path, stage by stage (launching register included)]
cell and delay, ps:
dfxtp_1 440, nand4_1 330, nor4_2 570, a31oi_1 180, o41a_1 380
[cell usage in the layout, fill, tap and decap left out, types with 3 or more instances in the layout]
cell type	n
o211a_1	7
nor4_1	8
and4_1	6
nand3_1	19
inv_1	6
nand2b_1	9
or4_1	3
xnor2_1	15
nand2_1	19
and3_1	5
a311oi_1	5
or3_1	5
o21a_1	10
clkdlybuf4s50_1	98
xor2_1	5
o21ai_0	5
dfxtp_1	32
clkbuf_8	5
a21oi_1	4
nor2_1	15
or2_2	4
mux2i_1	3
nand4_1	9
Power figures rest on the tool's default switching activity, not on a simulated workload.
