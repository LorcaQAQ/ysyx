**/design/flow/constraint.sdc**
```tcl
current_design IDU

set clk_period 5.5
set clk_io_pct 0.2

create_clock -name clk0 -period $clk_period

set non_clock_inputs [all_inputs -no_clocks]
set_input_delay [expr $clk_period * $clk_io_pct] -clock clk0 $non_clock_inputs
set_output_delay [expr $clk_period * $clk_io_pct] -clock clk0 [all_outputs]
```
**/design/flow/run.sh**
```bash
#!/bin/bash
# OpenROAD 26Q1-2900-gdf79404cd8, Yosys 0.63+post, stock flow scripts
make -C /OpenROAD-flow-scripts/flow DESIGN_CONFIG=/design/flow/config.mk WORK_HOME=/design/flow/orfs finish
```
**/design/flow/config.mk**
```make
export PLATFORM = sky130hd
export DESIGN_NAME = IDU
export DESIGN_NICKNAME = IDU
export VERILOG_FILES = /design/flow/design.v
export SDC_FILE = /design/flow/constraint.sdc
export NUM_CORES = 4
export LEC_CHECK = 1
export CORE_UTILIZATION = 30
```
**/design/flow/design.v**
```verilog
module IDU(
  input  [31:0] io_instr,
  output [4:0]  io_rs1,
                io_rs2,
                io_rd,
  output [31:0] io_imm,
  output        io_rf_wen,
  output [1:0]  io_rf_wdata_sel,
  output [2:0]  io_alu_op1_sel,
                io_alu_op2_sel,
  output [4:0]  io_alu_op,
  output [1:0]  io_jump_op,
  output        io_mem_wen,
                io_mem_valid,
  output [2:0]  io_load_store_range
);
  wire [9:0]       _GEN = {io_instr[14:12], io_instr[6:0]};
  wire             _csignals_T_1 = _GEN == 10'h13;
  wire             _csignals_T_3 = io_instr[6:0] == 7'h17;
  wire             _csignals_T_5 = io_instr[6:0] == 7'h37;
  wire             _csignals_T_7 = io_instr[6:0] == 7'h6F;
  wire             _csignals_T_9 = _GEN == 10'h67;
  wire             _csignals_T_11 = _GEN == 10'h103;
  wire             _csignals_T_13 = _GEN == 10'h123;
  wire             _csignals_T_15 = _GEN == 10'h193;
  wire             _csignals_T_17 = _GEN == 10'hE3;
  wire [16:0]      _GEN_0 = {io_instr[31:25], io_instr[14:12], io_instr[6:0]};
  wire             _csignals_T_19 = _GEN_0 == 17'h8033;
  wire             _csignals_T_21 = _GEN_0 == 17'h33;
  wire             _csignals_T_23 = _GEN_0 == 17'h233;
  wire             _csignals_T_25 = _GEN_0 == 17'h1B3;
  wire             _csignals_T_27 = _GEN_0 == 17'h8293;
  wire             _csignals_T_29 = _GEN == 10'h203;
  wire             _csignals_T_31 = _GEN == 10'hA3;
  wire             _csignals_T_33 = _GEN_0 == 17'hB3;
  wire             _csignals_T_35 = _GEN_0 == 17'h3B3;
  wire             _csignals_T_37 = _GEN == 10'h393;
  wire             _csignals_T_39 = _GEN == 10'h213;
  wire             _csignals_T_41 = _GEN_0 == 17'h333;
  wire             _csignals_T_43 = _GEN == 10'h23;
  wire             _csignals_T_45 = _GEN == 10'h2E3;
  wire             _csignals_T_47 = _GEN == 10'h63;
  wire             _csignals_T_49 = _GEN_0 == 17'h293;
  wire             _csignals_T_51 = _GEN_0 == 17'h93;
  wire             _csignals_T_53 = _GEN == 10'h3E3;
  wire             _csignals_T_55 = _GEN == 10'h363;
  wire             _csignals_T_57 = _GEN_0 == 17'h133;
  wire             _csignals_T_59 = _GEN == 10'h263;
  wire             _csignals_T_61 = _GEN == 10'h83;
  wire             _csignals_T_63 = _GEN == 10'h283;
  wire             _csignals_T_65 = _GEN_0 == 17'h82B3;
  wire             _csignals_T_67 = _GEN_0 == 17'h2B3;
  wire             _csignals_T_69 = _GEN == 10'h3;
  wire             _csignals_T_71 = _GEN == 10'h313;
  wire             _csignals_T_74 = _GEN == 10'h113;
  wire             _GEN_1 = _csignals_T_53 | _csignals_T_55;
  wire             _GEN_2 = _csignals_T_49 | _csignals_T_51;
  wire             _GEN_3 = _csignals_T_45 | _csignals_T_47;
  wire             _GEN_4 = _csignals_T_43 | _GEN_3;
  wire             _GEN_5 =
    _csignals_T_33 | _csignals_T_35 | _csignals_T_37 | _csignals_T_39 | _csignals_T_41;
  wire             _GEN_6 = _csignals_T_27 | _csignals_T_29;
  wire             _GEN_7 = _csignals_T_9 | _csignals_T_11;
  wire             csignals_0 =
    _csignals_T_1 | _csignals_T_3 | _csignals_T_5 | _csignals_T_7 | _GEN_7
    | ~_csignals_T_13
    & (_csignals_T_15 | ~_csignals_T_17
       & (_csignals_T_19 | _csignals_T_21 | _csignals_T_23 | _csignals_T_25 | _GEN_6
          | ~_csignals_T_31
          & (_GEN_5 | ~_GEN_4
             & (_GEN_2 | ~_GEN_1
                & (_csignals_T_57 | ~_csignals_T_59
                   & (_csignals_T_61 | _csignals_T_63 | _csignals_T_65 | _csignals_T_67
                      | _csignals_T_69 | _csignals_T_71 | _csignals_T_74))))));
  wire             _GEN_8 = _csignals_T_71 | _csignals_T_74;
  wire             _GEN_9 = _csignals_T_69 | _GEN_8;
  wire             _GEN_10 = _csignals_T_65 | _csignals_T_67;
  wire             _GEN_11 = _csignals_T_61 | _csignals_T_63;
  wire             _GEN_12 = _csignals_T_3 | _csignals_T_5;
  wire [2:0]       csignals_2 =
    _csignals_T_1
      ? 3'h1
      : _GEN_12
          ? 3'h2
          : _csignals_T_7
              ? 3'h3
              : _GEN_7
                  ? 3'h1
                  : _csignals_T_13
                      ? 3'h4
                      : _csignals_T_15
                          ? 3'h1
                          : _csignals_T_17
                              ? 3'h5
                              : _csignals_T_19 | _csignals_T_21 | _csignals_T_23
                                | _csignals_T_25
                                  ? 3'h0
                                  : _GEN_6
                                      ? 3'h1
                                      : _csignals_T_31
                                          ? 3'h4
                                          : _csignals_T_33 | _csignals_T_35
                                              ? 3'h0
                                              : _csignals_T_37 | _csignals_T_39
                                                  ? 3'h1
                                                  : _csignals_T_41
                                                      ? 3'h0
                                                      : _csignals_T_43
                                                          ? 3'h4
                                                          : _GEN_3
                                                              ? 3'h5
                                                              : _GEN_2
                                                                  ? 3'h1
                                                                  : _GEN_1
                                                                      ? 3'h5
                                                                      : _csignals_T_57
                                                                          ? 3'h0
                                                                          : _csignals_T_59
                                                                              ? 3'h5
                                                                              : _GEN_11
                                                                                  ? 3'h1
                                                                                  : _GEN_10
                                                                                      ? 3'h0
                                                                                      : {2'h0,
                                                                                         _GEN_9};
  wire             _GEN_13 =
    _csignals_T_19 | _csignals_T_21 | _csignals_T_23 | _csignals_T_25 | _csignals_T_27;
  wire             _GEN_14 = _csignals_T_7 | _csignals_T_9;
  wire             _GEN_15 = _csignals_T_1 | _GEN_12;
  wire             _GEN_16 = _csignals_T_11 | _csignals_T_13;
  wire             _GEN_17 =
    _csignals_T_45 | _csignals_T_47 | _csignals_T_49 | _csignals_T_51 | _csignals_T_53
    | _csignals_T_55 | _csignals_T_57 | _csignals_T_59;
  wire             _GEN_18 = _csignals_T_15 | _csignals_T_17 | _GEN_13;
  wire             _GEN_19 = _csignals_T_1 | _csignals_T_3 | _csignals_T_5 | _GEN_14;
  wire [1:0]       csignals_6 =
    _GEN_19
      ? 2'h0
      : _csignals_T_11
          ? 2'h2
          : _csignals_T_13
              ? 2'h1
              : _GEN_18
                  ? 2'h0
                  : _csignals_T_29
                      ? 2'h2
                      : _csignals_T_31
                          ? 2'h1
                          : _GEN_5
                              ? 2'h0
                              : _csignals_T_43
                                  ? 2'h1
                                  : _GEN_17
                                      ? 2'h0
                                      : _GEN_11
                                          ? 2'h2
                                          : _GEN_10 ? 2'h0 : {_csignals_T_69, 1'h0};
  wire [7:0][31:0] _GEN_20 =
    {{32'h0},
     {32'h0},
     {{{20{io_instr[31]}}, io_instr[7], io_instr[30:25], io_instr[11:8], 1'h0}},
     {{{20{io_instr[31]}}, io_instr[31:25], io_instr[11:7]}},
     {{{12{io_instr[31]}}, io_instr[19:12], io_instr[20], io_instr[30:21], 1'h0}},
     {{io_instr[31:12], 12'h0}},
     {{{20{io_instr[31]}}, io_instr[31:20]}},
     {32'h0}};
  assign io_rs1 = io_instr[19:15];
  assign io_rs2 = io_instr[24:20];
  assign io_rd = csignals_0 ? io_instr[11:7] : 5'h0;
  assign io_imm = _GEN_20[csignals_2];
  assign io_rf_wen = csignals_0;
  assign io_rf_wdata_sel =
    _GEN_15
      ? 2'h1
      : _GEN_14
          ? 2'h2
          : _csignals_T_11
              ? 2'h3
              : _csignals_T_13
                  ? 2'h0
                  : _csignals_T_15
                      ? 2'h1
                      : _csignals_T_17
                          ? 2'h0
                          : _GEN_13
                              ? 2'h1
                              : _csignals_T_29
                                  ? 2'h3
                                  : _csignals_T_31
                                      ? 2'h0
                                      : _GEN_5
                                          ? 2'h1
                                          : _GEN_4
                                              ? 2'h0
                                              : _GEN_2
                                                  ? 2'h1
                                                  : _GEN_1
                                                      ? 2'h0
                                                      : _csignals_T_57
                                                          ? 2'h1
                                                          : _csignals_T_59
                                                              ? 2'h0
                                                              : _GEN_11
                                                                  ? 2'h3
                                                                  : _GEN_10
                                                                      ? 2'h1
                                                                      : _csignals_T_69
                                                                          ? 2'h3
                                                                          : {1'h0,
                                                                             _GEN_8};
  assign io_alu_op1_sel =
    _csignals_T_1
      ? 3'h1
      : _csignals_T_3
          ? 3'h2
          : _csignals_T_5
              ? 3'h0
              : _csignals_T_7
                  ? 3'h2
                  : {2'h0,
                     _csignals_T_9 | _csignals_T_11 | _csignals_T_13 | _csignals_T_15
                       | _csignals_T_17 | _csignals_T_19 | _csignals_T_21 | _csignals_T_23
                       | _csignals_T_25 | _csignals_T_27 | _csignals_T_29 | _csignals_T_31
                       | _csignals_T_33 | _csignals_T_35 | _csignals_T_37 | _csignals_T_39
                       | _csignals_T_41 | _csignals_T_43 | _csignals_T_45 | _csignals_T_47
                       | _csignals_T_49 | _csignals_T_51 | _csignals_T_53 | _csignals_T_55
                       | _csignals_T_57 | _csignals_T_59 | _csignals_T_61 | _csignals_T_63
                       | _csignals_T_65 | _csignals_T_67 | _GEN_9};
  assign io_alu_op2_sel = csignals_2;
  assign io_alu_op =
    _csignals_T_1 | _csignals_T_3 | _csignals_T_5 | _csignals_T_7
      ? 5'h1
      : _csignals_T_9
          ? 5'h2
          : _GEN_16
              ? 5'h1
              : _csignals_T_15
                  ? 5'h3
                  : _csignals_T_17
                      ? 5'h4
                      : _csignals_T_19
                          ? 5'h5
                          : _csignals_T_21
                              ? 5'h1
                              : _csignals_T_23
                                  ? 5'h6
                                  : _csignals_T_25
                                      ? 5'h3
                                      : _csignals_T_27
                                          ? 5'h7
                                          : _csignals_T_29 | _csignals_T_31
                                              ? 5'h1
                                              : _csignals_T_33
                                                  ? 5'h8
                                                  : _csignals_T_35 | _csignals_T_37
                                                      ? 5'h9
                                                      : _csignals_T_39
                                                          ? 5'h6
                                                          : _csignals_T_41
                                                              ? 5'hA
                                                              : _csignals_T_43
                                                                  ? 5'h1
                                                                  : _csignals_T_45
                                                                      ? 5'hB
                                                                      : _csignals_T_47
                                                                          ? 5'hC
                                                                          : _csignals_T_49
                                                                              ? 5'hD
                                                                              : _csignals_T_51
                                                                                  ? 5'h8
                                                                                  : _csignals_T_53
                                                                                      ? 5'hE
                                                                                      : _csignals_T_55
                                                                                          ? 5'hF
                                                                                          : _csignals_T_57
                                                                                              ? 5'h10
                                                                                              : _csignals_T_59
                                                                                                  ? 5'h11
                                                                                                  : _GEN_11
                                                                                                      ? 5'h1
                                                                                                      : _csignals_T_65
                                                                                                          ? 5'h7
                                                                                                          : _csignals_T_67
                                                                                                              ? 5'hD
                                                                                                              : _csignals_T_69
                                                                                                                  ? 5'h1
                                                                                                                  : _csignals_T_71
                                                                                                                      ? 5'hA
                                                                                                                      : {_csignals_T_74,
                                                                                                                         4'h0};
  assign io_jump_op =
    _GEN_15
      ? 2'h0
      : _GEN_14
          ? 2'h1
          : _csignals_T_11 | _csignals_T_13 | _csignals_T_15
              ? 2'h0
              : _csignals_T_17
                  ? 2'h2
                  : _csignals_T_19 | _csignals_T_21 | _csignals_T_23 | _csignals_T_25
                    | _csignals_T_27 | _csignals_T_29 | _csignals_T_31 | _csignals_T_33
                    | _csignals_T_35 | _csignals_T_37 | _csignals_T_39 | _csignals_T_41
                    | _csignals_T_43
                      ? 2'h0
                      : _GEN_3
                          ? 2'h2
                          : _GEN_2
                              ? 2'h0
                              : _GEN_1
                                  ? 2'h2
                                  : _csignals_T_57 ? 2'h0 : {_csignals_T_59, 1'h0};
  assign io_mem_wen = csignals_6 == 2'h1;
  assign io_mem_valid = |csignals_6;
  assign io_load_store_range =
    _GEN_19
      ? 3'h0
      : _GEN_16
          ? 3'h1
          : _GEN_18
              ? 3'h0
              : _csignals_T_29
                  ? 3'h2
                  : _csignals_T_31
                      ? 3'h3
                      : _GEN_5
                          ? 3'h0
                          : _csignals_T_43
                              ? 3'h2
                              : _GEN_17
                                  ? 3'h0
                                  : _csignals_T_61
                                      ? 3'h4
                                      : _csignals_T_63
                                          ? 3'h3
                                          : _GEN_10 | ~_csignals_T_69 ? 3'h0 : 3'h5;
endmodule
```
==> reports/results.tsv <==
metric	value	unit
setup_viol	0	
design.seq.count	0	
endpoint_kind	output port	
cp-start-kind	input port	
slew_viol_final	0	
crit_arrival	3.88	ns
grt_pass1_wl	9.85	mm
die_y	73.0	um
cap_violations	0	
avgSynthCellArea	5.93	sq um
required	4.40	ns
ant_nets	0	
num_vias	2181	
core_region_area	4790	sq um
dp_worst_setup_slack	0.513	ns
critical_path_class	in -> out	
hold_ws	3.02	ns
netlist.area_leader.share	11.2	%
min_path_type	in -> out	
fillerInstances	490	
dp_cells	400	
die_width	73.0	um
firstDrtPassIters	4	
antenna_found_initial	0	
design_power_total	0.000106	W
status	finished, final reports clean	
overflow	0	
fin_ws	0.519	ns
warnings	32	
drive_gt1_share	7.51	%
rows	25	
common_cells	nand2_1, nor2_1, clkbuf_1, nand3_1	
p_leak	0.997	nW
max_freq	201	MHz
wl	6.28	mm
finalCritPeriodShare	90.6	%
routedWlPerCell	15.7	um
remaining_drc_errors	0	
synth_top_cell_by_count	nand2_1	
port_buffers	99	
area_leaders	nand2_1, buf_4, nor2_1	
flop_area	0	sq um
synthDistinctLibCells	59	
yosys.area.top_type	nand2_1	
via_per_inst	5.45	
yosysSeqAreaShare	0	%
timing.setup.tns	0	ns
synth_warnings	0	
critPathMaxFanout	8	
postCtsSetupRepairBufs	0	
postCtsHoldBufs	0	
worst_pin_slew	0.668	ns
clkbuf_count	0	
finalWeightedCongestion	0.975	
cts_resized	0	
drtIter0Drc	127	
dpl.hpwl	4.91	mm
areaGrowthSynthToFinish	65.7	%
fin_cells	400	
io-pin-count	100	
diodes	0	
logic_area	1290	sq um
p_per_area	42.2	nW/um^2
grtUsageTotal	23.2	%
netlist_instances	255	
finalHoldViolations	0	
ir_drop	0.0275	mV
fp_util	31.6	%
rsz0062_at_grt	false	
grt_pass1_vias	1954	
ys_area	1510	sq um
fin_crit	4.98	ns
syn_area	1510	sq um
die_area	5330	sq um
grt_max_degree	32	
synth_stat.cells	255	
max_slew_margin	55.3	%
==> logic make-up (layout without fill, tap and decap cells) <==
family / Yosys count / after routing / synth area share (%)
other cells: 1 / 1 / 0.248
compound gates: 78 / 78 / 38.1
buf+inv: 45 / 123 / 14.8
simple gates: 131 / 131 / 46.8
==> critical path: stages <==
cell and delay, ns:
clkdlybuf4s50_1 0.54, or4_4 0.64, or4_4 0.50, a211oi_2 0.21
a221oi_2 0.12, a31oi_1 0.27, clkdlybuf4s50_1 0.49
==> metrics by stage <==
stage	cell area (sq um)	utilization [%]
floorplan	1510	-
global placement	2510	52.4
detailed placement	2510	52.4
CTS	2510	52.4
global route	2510	52.4
finish	2510	52.4
==> cell type report <==
class | instances | area share, %
Multi-Input combinational cell | 210 | 51.4
Timing Repair Buffer | 113 | 43.7
Tap cell | 67 | 3.34
Inverter | 10 | 1.50
==> cell usage in the layout (no fill, tap or decap), drive strengths merged, types with 4 or more instances in the layout <==
cell,n
a21boi,8
a21oi,6
a31oi,7
and3,5
buf,14
clkdlybuf4s50,99
inv,10
nand2,45
nand2b,6
nand3,12
nand4,4
nor2,17
nor2b,10
nor3,6
nor4,6
o21ai,20
o22ai,4
o31ai,5
==> routing by layer <==
| layer | part of all wire, % | up-vias | GRT usage, % | routed length (um) |
|---|---|---|---|---|
| met5 | 0 | - | 0 | 0 |
| met4 | 0.88 | 0 | 2.83 | 55 |
| met3 | 6.7 | 6 | 1.68 | 418 |
| met2 | 46 | 106 | 39.7 | 2890 |
| met1 | 46 | 979 | 32.8 | 2910 |
| li1 | - | 1090 | - | - |
==> power by group <==
group,leakage (nW),switching (W),internal (W),total (W)
sequential,0,0,0,0
combinational,0.997,0.0000495,0.0000563,0.000106
clock,0,0,0,0
==> path summary, 6_finish.rpt <==
kind | start | to | cells past startpoint
setup / recovery | io_instr[31] | io_rd[3] | 7
hold / removal | io_instr[15] | io_rs1[0] | 2
Power is estimated from default activity; no workload was simulated.
